===== ./run.sh =====
#!/bin/bash
# OpenROAD 26Q1-2900-gdf79404cd8, Yosys 0.63+post, stock flow scripts
make -C /OpenROAD-flow-scripts/flow DESIGN_CONFIG=/design/flow/config.mk WORK_HOME=/design/flow/orfs finish

===== ./config.mk =====
export PLATFORM = sky130hd
export DESIGN_NAME = ahb_lite_slave
export DESIGN_NICKNAME = ahb_lite_slave
export VERILOG_FILES = /design/flow/design.v
export SDC_FILE = /design/flow/constraint.sdc
export NUM_CORES = 4
export LEC_CHECK = 1
export CORE_UTILIZATION = 30

===== ./constraint.sdc =====
current_design ahb_lite_slave

set clk_period 5.1
set clk_io_pct 0.2

create_clock -name clk0 -period $clk_period [get_ports {clk}]

set non_clock_inputs [all_inputs -no_clocks]
set_input_delay [expr $clk_period * $clk_io_pct] -clock clk0 $non_clock_inputs
set_output_delay [expr $clk_period * $clk_io_pct] -clock clk0 [all_outputs]

===== ./design.v =====
module ahb_lite_slave(
    input wire clk,
    input wire n_rst,
    input wire [1:0] coefficient_num,
    input wire modwait,
    input wire [15:0] fir_out,
    input wire err,
    input wire hsel,
    input wire [3:0] haddr,
    input wire hsize,
    input wire [1:0] htrans,
    input wire hwrite,
    input wire [15:0] hwdata,
    input wire clear_new_coeff,
    output reg [15:0] sample_data,
    output reg data_ready,
    output reg new_coefficient_set,
    output reg [15:0] fir_coefficient,
    output reg [15:0] hrdata,
    output reg hresp
);
reg [15:0] f0;
reg [15:0] f1;
reg [15:0] f2;
reg [15:0] f3;
reg [3:0] write_select;
reg next_new_coefficient_set;
reg [15:0] next_f0;
reg [15:0] next_f1;
reg [15:0] next_f2;
reg [15:0] next_f3;
reg [15:0] next_hrdata;
reg [15:0] next_sample_data;
reg [3:0] next_write_select;
reg next_data_ready;
reg size;
reg next_size;
parameter [1:0] IDLE = 2'b00, DELAY_BURST = 2'b01, NON_SEQUENTIAL = 2'b10, SEQUENTIAL = 2'b11;
always_ff @( posedge clk, negedge n_rst ) begin : REGISTER
    if(!n_rst)
    begin
        hrdata <= '0;
        f0 <= '0;
        f1 <= '0;
        f2 <= '0;
        f3 <= '0;
        new_coefficient_set <= '0;
        sample_data <= '0;
        write_select <= 4'hF;
        data_ready <= '0;
        size <= '0;
    end
    else
    begin
        hrdata <= next_hrdata;
        f0 <= next_f0;
        f1 <= next_f1;
        f2 <= next_f2;
        f3 <= next_f3;
        new_coefficient_set <= next_new_coefficient_set;
        sample_data <= next_sample_data;
        write_select <= next_write_select;
        data_ready <= next_data_ready;
        size <= next_size;
    end
end
always_comb begin : READ_AND_WRITE_SELECT
    next_hrdata = hrdata;
    next_write_select = 4'hF;
    hresp = 1'b0;
    next_size = size;
    if(hsel) begin
        if(htrans == NON_SEQUENTIAL) begin
            if(hwrite) begin
                case (haddr)
                    4'd4: begin 
                        next_write_select = haddr;
                        next_size = hsize;
                    end
                    4'd5: begin 
                        next_write_select = haddr;
                        next_size = hsize;
                    end
                    4'd6: begin 
                        next_write_select = haddr;
                        next_size = hsize;
                    end
                    4'd7: begin 
                        next_write_select = haddr;
                        next_size = hsize;
                    end
                    4'd8: begin 
                        next_write_select = haddr;
                        next_size = hsize;
                    end
                    4'd9: begin 
                        next_write_select = haddr;
                        next_size = hsize;
                    end
                    4'hA: begin 
                        next_write_select = haddr;
                        next_size = hsize;
                    end
                    4'hB: begin 
                        next_write_select = haddr;
                        next_size = hsize;
                    end
                    4'hC: begin 
                        next_write_select = haddr;
                        next_size = hsize;
                    end
                    4'hD: begin 
                        next_write_select = haddr;
                        next_size = hsize;
                    end
                    4'hE: begin
                        next_write_select = haddr;
                    end
                    default: begin
                        hresp = 1'b1;
                    end
                endcase
            end
            else begin
                case (haddr)
                    4'd0: begin
                        if(hsize == 1'b0)
                            next_hrdata = {15'b0, modwait | new_coefficient_set};
                        else
                            next_hrdata = {7'b0, err, 7'b0, modwait | new_coefficient_set};
                    end
                    4'd1: begin
                        if(hsize == 1'b0)
                            next_hrdata = {15'b0, err};
                        else
                            next_hrdata = {7'b0000000, err, 7'b0000000, modwait | new_coefficient_set};
                    end 
                    4'd2: begin
                        if(hsize == 1'b0)
                            next_hrdata = {8'b0, fir_out[7:0]};
                        else
                            next_hrdata = fir_out;
                    end
                    4'd3: begin
                        if(hsize == 1'b0)
                            next_hrdata = {8'b0, fir_out[15:8]};
                        else
                            next_hrdata = fir_out;
                    end
                    4'd4: begin
                        if(hsize == 1'b0)
                            next_hrdata = {8'b0, next_sample_data[7:0]};
                        else
                            next_hrdata = next_sample_data;
                    end
                    4'd5: begin
                        if(hsize == 1'b0)
                            next_hrdata = {8'b0, next_sample_data[15:8]};
                        else
                            next_hrdata = next_sample_data; 
                    end
                    4'd6: begin
                        if(hsize == 1'b0)
                            next_hrdata = {8'b0, next_f0[7:0]};
                        else
                            next_hrdata = next_f0;
                    end
                    4'd7: begin
                        if(hsize == 1'b0)
                            next_hrdata = {8'b0, next_f0[15:8]};
                        else
                            next_hrdata = next_f0; 
                    end
                    4'd8: begin
                        if(hsize == 1'b0)
                            next_hrdata = {8'b0, next_f1[7:0]};
                        else
                            next_hrdata = next_f1; 
                    end
                    4'd9: begin
                        if(hsize == 1'b0)
                            next_hrdata = {8'b0, next_f1[15:8]};
                        else
                            next_hrdata = next_f1; 
                    end
                    4'hA: begin
                        if(hsize == 1'b0)
                            next_hrdata = {8'b0, next_f2[7:0]};
                        else
                            next_hrdata = next_f2; 
                    end
                    4'hB: begin
                            if(hsize == 1'b0)
                                next_hrdata = {8'b0, next_f2[15:8]};
                            else
                                next_hrdata = next_f2; 
                    end
                    4'hC: begin
                        if(hsize == 1'b0)
                            next_hrdata = {8'b0, next_f3[7:0]};
                        else
                            next_hrdata = next_f3; 
                    end
                    4'hD: begin
                        if(hsize == 1'b0)
                            next_hrdata = {8'b0, next_f3[15:8]};
                        else
                            next_hrdata = next_f3; 
                    end
                    4'hE: begin
                        if(hsize == 1'b0)
                            next_hrdata = {15'b0, next_new_coefficient_set};
                        else
                            hresp = 1'b1;
                    end
                    default: begin
                        hresp = 1'b1;
                    end
                endcase
            end
        end
    end
end
always_comb begin : FIR_COEFFICIENT
    case (coefficient_num)
        3'd0: begin
            fir_coefficient = f0;
        end 
        3'd1: begin
            fir_coefficient = f1;
        end
        3'd2: begin 
            fir_coefficient = f2;
        end
        3'd3: begin
            fir_coefficient = f3;
        end
    endcase
end
always_comb begin : WRITE
    next_f0 = f0;
    next_f1 = f1;
    next_f2 = f2;
    next_f3 = f3;
    next_new_coefficient_set = new_coefficient_set;
    next_sample_data = sample_data;
    next_data_ready = data_ready;
    if(clear_new_coeff)
        next_new_coefficient_set = 1'b0;
    if(modwait) begin
        next_data_ready = 1'b0;
    end
    case (write_select)
        4'h4: begin
            if(size == 1'b0)
                next_sample_data = {sample_data[15:8],hwdata[7:0]};
            else
                next_sample_data = hwdata;
            if(!modwait)
                next_data_ready = 1'b1;
            else
                next_data_ready = 1'b0;
        end
        4'h5: begin
            if(size == 1'b0)
                next_sample_data = {hwdata[7:0],sample_data[7:0]};
            else
                next_sample_data = hwdata;
            if(!modwait)
                next_data_ready = 1'b1;
            else
                next_data_ready = 1'b0;
        end
        4'h6: begin
            if(size == 1'b0)
                next_f0 = {f0[15:8],hwdata[7:0]};
            else
                next_f0 = hwdata;
        end
        4'h7: begin
            if(size == 1'b0)
                next_f0 = {hwdata[7:0],f0[7:0]};
            else
                next_f0 = hwdata;
        end
        4'h8: begin
            if(size == 1'b0)
                next_f1 = {f1[15:8],hwdata[7:0]};
            else
                next_f1 = hwdata;
        end
        4'h9: begin
            if(size == 1'b0)
                next_f1 = {hwdata[7:0],f1[7:0]};
            else
                next_f1 = hwdata;
        end
        4'hA: begin
            if(size == 1'b0)
                next_f2 = {f2[15:8],hwdata[7:0]};
            else
                next_f2 = hwdata;
        end
        4'hB: begin
            if(size == 1'b0)
                next_f2 = {hwdata[7:0],f2[7:0]};
            else
                next_f2 = hwdata;
        end
        4'hC: begin
            if(size == 1'b0)
                next_f3 = {f3[15:8],hwdata[7:0]};
            else
                next_f3 = hwdata;
        end
        4'hD: begin
            if(size == 1'b0)
                next_f3 = {hwdata[7:0],f3[7:0]};
            else
                next_f3 = hwdata;
        end
        4'hE: begin
            if(clear_new_coeff)
                next_new_coefficient_set = 1'b0;
            else
                next_new_coefficient_set = hwdata[0];
        end
    endcase
end
endmodule

==> run_results.csv <==
group,metric,value,unit
setup_path,crit_path_end_kind,"primary output",
timing,fin_ws,1.16,ns
die,chipArea,22100,sq um
synth,avgSynthCellArea,9.45,sq um
clocking,cts_tree,"done",
power_and_ir_drop,vdd_drop_max,0.000179,V
synth,yosys-stat-cells,683,
global_routing,overflow,0,
clocking,cts_resized,0,
setup_path,required,4.08,ns
synth,synthDistinctLibCells,69,
power_and_ir_drop,switchingPower,685,uW
synth,ff_type,"dfrtp_1",
drt,viasPerCell,5.95,
die,die_w,149,um
flow_run,maxCapViolations,0,
clocking,holdBufCountCts,0,
placed_design,place_ws,1.12,ns
layout,final-comb-area,3450,sq um
power_and_ir_drop,comb_power_share,23.7,%
global_routing,grt_max_degree,39,
flow_run,warnings,25,
power_and_ir_drop,power.leakage,3.44,nW
synth,synthArstFlopShare,100,%
synth,numSynthFlops,103,
layout,fillCellCount,2061,
timing,tightestPinTransition,0.848,ns
layout,register_area,2580,sq um
placed_design,hpwl,19.1,mm
power_and_ir_drop,switching_share,30.7,%
run_status,outcome,"finished, final reports clean",
power_and_ir_drop,power.total,2.23,mW
timing,rsz0062_at_grt,"no",
timing,hold_viol_final,0,
synth,top_area_cell,"dfrtp_1",
die,die_height,149,um
power_and_ir_drop,pwr-share-seq,44.1,%
clocking,clock_sinks,103,
synth,synthCells,683,
drt,first_pass_iters,7,
global_routing,grt.total_usage,24.9,%
synth,synth_seq_share,40.0,%
power_and_ir_drop,p_int,1.55,mW
global_routing,grt_pass1_vias,6263,
drt,vias,6209,
drt,routed_wl,25.8,mm
hold_path,worst_hold_path_type,"reg -> reg",
timing,period_used_share,77.2,%
drt,drt_iter0_drc,476,
synth,netlist.area_leader.share,38.4,%
synth,synth.most_common_cell,"dfrtp_1",
drt,ant_nets,0,
die,fp.coreArea,21000,sq um
drt,insertedDiodeCount,0,
clocking,root_buffer,"clkbuf_16",
timing,relSlewSlack,43.5,%
timing,setup-tns-final,0,ns
placed_design,gp_congestion,0.974,
setup_path,arrival,2.92,ns
synth,ys_chip_area,6450,sq um
power_and_ir_drop,powerDensity,279,nW/um^2
die,num_rows,53,
layout,area_delta_synth_final,24.0,%
global_routing,grt_pass1_wl,39.1,mm
setup_path,r2r_start,"write_select[0]",
drt,drc,0,
synth,yosysWarnings,1,
clocking,cts_setup_buffers,0,
clocking,cts_buffers,9,
die,io-pin-count,99,
timing,fin_crit,3.94,ns
die,initCoreUtil,30.7,%
layout,drive_gt1_share,10.4,%
setup_path,startpoint,"haddr[2]",
clocking,clockBufferDepth,2,
clocking,htreeDepth,3,
synth,synth-edff-count,0,
timing,fin_worst_skew,0.0140,ns
clocking,clkLatencyLatePin,0.36,ns
synth,synthesis.area,6450,sq um
power_and_ir_drop,clockPowerShare,32.2,%
drt,post_drt_wl_per_cell,24.7,um
timing,slew_viol_final,0,
setup_path,worstSetupPathType,"in -> out",
setup_path,start_kind,"input port",
setup_path,rrSetupSlack,1.54,ns
synth,common_cells,"99 x dfrtp_1, 60 x nand2_1, 52 x inv_1",
clocking,clk_pin_slew,0.07,ns
hold_path,min_from,"hrdata[8]",
synth,ys_top_cells_by_area,"dfrtp_1 38%, mux2i_1 6.5%, mux4_2 5.6%",
placed_design,portBuffers,98,
timing,fmax,254,MHz
timing,setup_viol,0,
global_routing,grt_antenna_before_repair,0,
setup_path,cp_max_fo,28,
[layout make-up]
type                            instances  area share [%]
Clock buffer                           10            2.86
Clock inverter                          6           0.860
Inverter                               52            2.44
Multi-Input combinational cell        478            43.1
Sequential cell                       103            32.3
Tap cell                              275            4.30
Timing Repair Buffer                  119            14.2
[critical path: stages]
cell	delay [ns]
clkdlybuf4s50_1	0.46
buf_4	0.30
nand2_1	0.17
nor2_1	0.17
o21ai_0	0.12
a21boi_0	0.18
clkdlybuf4s50_1	0.50
[registers in the layout, summed over array words and instances, names as in the netlist]
register and count:
new_coefficient_set 1, f1 16, write_select 4, hrdata 16
data_ready 1, f3 16, f2 16, sample_data 16
size 1, f0 16
[worst paths after layout]
kind / to / cells past startpoint
setup / recovery: hresp / 7
hold / removal: hrdata[8] / 2
setup reg to reg: hrdata[1] / 6
hold reg to reg: hrdata[8] / 2
max in group asynchronous: hrdata[4] / 2
min in group asynchronous: new_coefficient_set / 1
[metrics by stage]
step / utilization, % / hold slack [ns] / instances / area [sq um]
5_1_grt: 38.1 / 0.565 / 1043 / 8000
3_3_place_gp: 36.7 / 0.486 / 1027 / 7710
3_5_place_dp: 36.7 / 0.489 / 1027 / 7710
4_1_cts: 38.1 / 0.513 / 1043 / 8000
6_report: 38.1 / 0.503 / 1043 / 8000
2_1_floorplan: - / 0.426 / 683 / 6450
[layer usage]
metal  vias up  share of wire (%)  track usage [%]
li1       2731                  -                -
met1      3069                 43             35.9
met2       345                 44             36.7
met3        64                9.5             7.23
met4         0                3.8             8.04
met5         -                  0            0.909
[kinds of logic (layout without fill, tap and decap cells)]
group	count (synthesis)	count (layout)	synth area share [%]
DFF	103	103	40.0
buffers and inverters	102	187	6.61
AOI/OAI and AO/OA	197	197	22.0
and+or+nand+nor	211	211	17.2
muxes	70	70	14.2
[power by group through the flow]
| stage | registers (mW) | logic [mW] | clock network [mW] |
|---|---|---|---|
| after CTS | 0.982 | 0.524 | 0.727 |
| after global routing | 0.996 | 0.572 | 0.763 |
| final | 0.985 | 0.529 | 0.720 |
[layout by cell type, fill, tap and decap left out, types with 11 or more instances in the layout]
master and instances:
a21oi_1 28, a22o_1 16, a22oi_1 15, a31oi_1 14, buf_4 22, clkdlybuf4s50_1 97
dfrtp_1 99, inv_1 52, mux2_2 12, mux2i_1 42, mux4_2 16, nand2_1 60
nand2b_1 15, nand3_1 19, nor2_1 43, nor2b_1 16, o21ai_0 28, o221ai_1 11
o22ai_1 16
Power and IR drop assume default switching activity.
