File: flow/run.sh
#!/bin/bash
# OpenROAD 26Q1-2900-gdf79404cd8, Yosys 0.63+post, stock flow scripts
make -C /OpenROAD-flow-scripts/flow DESIGN_CONFIG=/design/flow/config.mk WORK_HOME=/design/flow/orfs finish
File: flow/config.mk
export PLATFORM = sky130hd
export DESIGN_NAME = ahb_slave_cdl
export DESIGN_NICKNAME = ahb_slave_cdl
export VERILOG_FILES = /design/flow/design.v
export SDC_FILE = /design/flow/constraint.sdc
export NUM_CORES = 4
export LEC_CHECK = 1
export CORE_UTILIZATION = 40
File: flow/constraint.sdc
current_design ahb_slave_cdl

set clk_period 12.7
set clk_io_pct 0.2

create_clock -name clk0 -period $clk_period [get_ports {clk}]

set non_clock_inputs [all_inputs -no_clocks]
set_input_delay [expr $clk_period * $clk_io_pct] -clock clk0 $non_clock_inputs
set_output_delay [expr $clk_period * $clk_io_pct] -clock clk0 [all_outputs]
File: flow/design.v
module ahb_slave_cdl
(
  input logic clk,
  input logic n_rst,
  input  logic hsel,
  input  logic [3:0] haddr,
  input  logic [1:0] htrans,
  input  logic [1:0] hsize,
  input  logic hwrite,
  input  logic [31:0] hwdata,
  output logic [31:0] hrdata,
  output logic hresp,
  output logic hready,
  input  logic [3:0] rx_packet,
  input  logic rx_data_ready,
  input  logic rx_transfer_active,
  input  logic rx_error,
  output logic dmode,
  input  logic [6:0] buffer_occupancy,
  input  logic [7:0] rx_data,
  output logic get_rx_data,
  output logic store_tx_data,
  output logic [7:0] tx_data,
  output logic clear,
  output logic [3:0] tx_packet,
  input logic tx_transfer_active,
  input logic tx_error
);
  localparam OUT   = 4'b0001;  
  localparam IN    = 4'b1001;  
  localparam DATA0 = 4'b0011;  
  localparam DATA1 = 4'b1011;  
  localparam ACK   = 4'b0010;  
  localparam NAK   = 4'b1010;  
  localparam STALL = 4'b1110;  
  logic [13:0] [7:0] slavedata, next_slavedata;
  logic [31:0] next_hrdata;
  logic [3:0]  next_haddr;
  logic [3:0] next_address;
  logic [3:0] addr;
  logic next_hwrite;
  logic next_hsize;
  logic read, write;
  logic next_read, next_write;
  typedef enum {DATA_IDLE, READ, DATA_WRITE, BYTE1, BYTE2, BYTE3, BYTE4} stateTYPE;
  stateTYPE data_state, next_data_state;
  typedef enum {IDLE, WRITE, CHECK, CLEAR} state;
  state tx_state, next_state_tx;
  state flush_state, next_state_flush;
  assign hready = (hresp) ? 1'b0: 1'b1;
  always_comb begin : D_MODE
    dmode = 1'b0;
    if (rx_transfer_active) begin
      dmode = 1'b1;
    end
  end
  always_comb begin : FLUSH_BUFFER_CONTROL_REGISTER
      next_state_flush = flush_state;
      case (flush_state)
          IDLE: begin
            if (haddr == 13 && hwrite && hsel && !hresp) begin 
              next_state_flush = WRITE;
            end
          end
          WRITE: begin
            next_state_flush = CHECK;
          end
          CHECK: begin
            if (buffer_occupancy == '0) begin
              next_state_flush = CLEAR;
            end
          end
          CLEAR: begin 
            next_state_flush = IDLE;
          end
      endcase
  end
  assign clear = slavedata[13][0];
  always_comb begin : TX_PACKET_CONTROL_REGISTER
      next_state_tx = tx_state;
      case (tx_state)
          IDLE  : if (hsel && hwrite && !hresp && haddr == 12) next_state_tx = WRITE;
          WRITE : if (tx_transfer_active) next_state_tx = CHECK;
          CHECK: if (!tx_transfer_active) next_state_tx = CLEAR;
          CLEAR : next_state_tx = IDLE;
      endcase
  end
  always_comb begin : TX_PACKET_OUTPUT
    tx_packet = 0;
    if(slavedata[12] == 1) begin  
      tx_packet = DATA0;
    end else if(slavedata[12] == 2) begin
      tx_packet = ACK;
    end else if(slavedata[12] == 3) begin
      tx_packet = NAK;
    end else if(slavedata[12] == 4) begin
      tx_packet = STALL; 
    end else begin
      tx_packet = '0;
    end
  end
    always_comb begin : DB_STATE
      next_data_state = data_state;
      next_read = read;
      next_write = write;
      case (data_state)
        DATA_IDLE : begin 
          if (next_slavedata[10][0]) begin
            next_data_state = READ;
          end else if (!hresp && hsel && hwrite && (next_address == 0)) begin
            next_data_state = DATA_WRITE;
          end
        end
        DATA_WRITE : begin
          next_data_state = BYTE1;
          next_write = 1;
        end
        READ  : begin
          next_data_state = BYTE1;
          next_read = 1;
        end
        BYTE1 : begin 
            next_data_state = (slavedata[11][0]) ? DATA_IDLE:BYTE2;
            next_read = (slavedata[11][0])? 0:read;
            next_write = (slavedata[11][0])? 0:write;
        end
        BYTE2 : begin 
            next_data_state = (slavedata[11][1]) ? DATA_IDLE:BYTE3;
            next_read = (slavedata[11][1])? 0:read;
            next_write = (slavedata[11][1])? 0:write;
        end
        BYTE3 : next_data_state = BYTE4;
        BYTE4 : begin 
            next_data_state = DATA_IDLE;
            next_read = 0;
            next_write = 0;
        end
        default: next_data_state = DATA_IDLE;
      endcase
    end
  always_comb begin : WRITE_DATA_OUTPUT
    tx_data       = '0;
    store_tx_data = '0;
    if (write)
      store_tx_data = 1'b1;
    if(write) begin
      case (data_state)
        BYTE1 : tx_data = slavedata[0];
        BYTE2 : tx_data = slavedata[1];
        BYTE3 : tx_data = slavedata[2];
        BYTE4 : tx_data = slavedata[3];
      endcase
    end
  end
  assign get_rx_data = read;
  always_comb begin : ADDRESS_MAPPING
    hresp = 0;
    next_address = addr;
    if (hsel) begin
      if ((hwrite && (haddr < 10) && (haddr > 3)) || (haddr > 13) || (hsize == 3))  
        hresp = 1; 
      else
        case (hsize)
          2'd0 : next_address = haddr;  
          2'd1 : next_address = haddr & ~2'd1;  
          2'd2 : next_address = haddr & ~2'd3;  
        endcase
    end
  end
  always_comb begin : RECEIVE_DATA  
    next_hrdata = hrdata;
    if (hsel && !hwrite && !hresp) begin  
      if ((!hwrite && next_hwrite) && (next_haddr == haddr))  
        next_hrdata = hwdata;  
      else begin
        case (hsize)
          0: begin  
            case (haddr[1:0])
              2'd0: next_hrdata = {24'd0, slavedata[next_address]};
              2'd1: next_hrdata = {16'd0, slavedata[next_address],  8'd0};
              2'd2: next_hrdata = { 8'd0, slavedata[next_address], 16'd0};
              2'd3: next_hrdata = {slavedata[next_address], 24'd0};
            endcase
          end 
          1: begin  
            case (haddr[1:0])
              2'd0, 2'd1: next_hrdata = {16'd0, slavedata[next_address+1], slavedata[next_address]};
              2'd2, 2'd3: next_hrdata = {slavedata[next_address+1], slavedata[next_address], 16'd0};
            endcase
          end
          2: begin
          next_hrdata = {slavedata[next_address+3], slavedata[next_address+2], slavedata[next_address+1], slavedata[next_address]};  
          end
        endcase
      end
    end
  end
  always_comb begin : WRITE_FROM_AHB
    next_slavedata[8]  = {1'b0,buffer_occupancy};  
    next_slavedata[13:9] = slavedata[13:9];  
    if (tx_state == CLEAR) begin 
      next_slavedata[12] = '0; 
    end
    if (flush_state == CLEAR) begin
      next_slavedata[13] = '0;  
    end
    next_slavedata[7:6] = '0;  
    if (rx_error) begin
      next_slavedata[6] = 1;
    end
    if (tx_error) begin
      next_slavedata[7] = 1;
    end
    next_slavedata[5:4] = '0;  
    if (rx_transfer_active) begin
      next_slavedata[5][0] = 1'b1;
    end
    if (tx_transfer_active) begin
      next_slavedata[5][1] = 1'b1;
    end
    if (rx_data_ready) begin
      next_slavedata[4][0] = 1'b1;
    end
    case (rx_packet)
      IN: begin
        next_slavedata[4][1] = 1'b1;
      end
      OUT: begin
        next_slavedata[4][2] = 1'b1;
      end
      ACK: begin
        next_slavedata[4][3] = 1'b1;
      end
      NAK: begin
        next_slavedata[4][4] = 1'b1;
      end
    endcase
  next_slavedata[3:0]= slavedata[3:0];  
    if(write)begin
      case (data_state)
        DATA_WRITE, BYTE1, BYTE2, BYTE3: next_slavedata[9] = 8'h1;
        BYTE4: next_slavedata[9] = 8'h0;
      endcase
    end
    if (data_state == DATA_WRITE)
      next_slavedata[3:0] = hwdata;
    if(read) begin
    case (data_state)
      BYTE1 : begin
        next_slavedata[0] = rx_data;
        if (slavedata[11][0]) begin
          next_slavedata[10] = '0;
        end
      end
      BYTE2 : 
      begin
        next_slavedata[1] = rx_data;
        if (slavedata[11][1]) begin
          next_slavedata[10] = '0;
        end
      end
      BYTE3 : next_slavedata[2] = rx_data;
      BYTE4 : 
        begin 
          next_slavedata[3] = rx_data;
          next_slavedata[10] = '0;
        end
    endcase
    end
    if (hsel && (htrans != 2'b00)) begin
      case (hsize)
        0 : next_slavedata[11] = 1;
        1 : next_slavedata[11] = 2;
        2 : next_slavedata[11] = 4;
      endcase
    end
    if (hsel & next_hwrite && (addr > 9)) begin  
      case (next_hsize)
        0: begin
          case (addr[1:0])
            2'd0 : next_slavedata[addr] = hwdata[7:0];
            2'd1 : next_slavedata[addr] = hwdata[15:8];
            2'd2 : next_slavedata[addr] = hwdata[23:16];
            2'd3 : next_slavedata[addr] = hwdata[31:24];
          endcase
        end 
        1: begin
          case (addr[1:0])
            2'd0, 2'd1: {next_slavedata[addr+1],next_slavedata[addr]} = hwdata[15:0];
            2'd0, 2'd2: {next_slavedata[addr+1],next_slavedata[addr]} = hwdata[31:16];
          endcase
        end
        2: begin
          {next_slavedata[addr+3],next_slavedata[addr+2],next_slavedata[addr+1],next_slavedata[addr]} = hwdata;
        end
      endcase
    end
  end
  always_ff @( posedge clk, negedge n_rst ) begin : FLIP_FLOPS_FOR_ALL
      if (!n_rst) begin
        tx_state <= IDLE;
        flush_state <= IDLE;
        data_state <= DATA_IDLE;
        slavedata <= '0;
        read  <= '0;
        write <= '0;
        addr <= '0;
        hrdata <= '0;
        next_haddr  <= '0;
        next_hwrite <= '0;
        next_hsize <= '0;
      end else begin
        data_state <= next_data_state;
        tx_state <= next_state_tx;
        flush_state <= next_state_flush;
        slavedata <= next_slavedata;
        read  <= next_read;
        write <= next_write;
        addr <= next_address;
        hrdata <= next_hrdata;
        next_haddr  <= haddr;
        next_hwrite <= hwrite;
        next_hsize <= hsize;
      end
  end
endmodule
==> impl_metrics.toml <==
# flow metrics
[yosys]
syn_inst = 1102
yosys-top-cells-count = "dfrtp_1 (168), nand2_1 (156), mux2i_1 (124)"
yosysTopAreaCell = "dfrtp_1"
ys_cells = 1102
numSynthFlops = 171
yosys_warnings = 1
ys_chip_area_sq_um = 10090
synthDominantCellAreaShare_pct = 41.67
synthArstFlopShare_pct = 100.0
yosysUniqueCellTypes = 76
area_leaders = "dfrtp_1 (42%), mux2i_1 (12%), nand2_1 (5.8%)"
top_cell = "dfrtp_1"
postSynthSeqShare_pct = 42.45
edf_count = 0
synth_area_sq_um = 10090
synth.avg_cell_area_sq_um = 9.156
flop_cell = "dfrtp_1"

[clocking]
cts_tree = "built"
clkLatencyLatePin_ps = 440
cts_buffer_depth = 2
numClockSinks = 171
cts_buffers = 17
htree_num_levels = 4
cts_resized = 0
clockRootBuffer = "clkbuf_16"
postCtsHoldBufs = 0
post_cts_buffers = 0
clkTransAtPathRegs_ps = 70

[min_path]
min_from = "flush_state[2]"
hold_path_depth = 1
min_to = "flush_state[1]"
min-delay-path-class = "reg2reg"

[setup_path]
max_stage_delay_ps = 760
reg2regPathDepth = 10
crit_path_end_kind = "primary output"
crit_required_ps = 10160
critPathArrivalTime_ps = 4410
criticalPathCategory = "in2out"
path_depth = 5
r2r_start = "addr[0]"
crit_buf_inv = 2
r2r_slack_ps = 8900
slowest_stage = "clkdlybuf4s50_1"
worstSetupStartpointType = "input port"
cpMostUsedCell = "clkdlybuf4s50_1"
reg2reg_to = "hrdata[2]"
critPathMaxFanout = 15
cp_top_family = "buffers and inverters"
path_cells = "clkdlybuf4s50_1 > nand4bb_1 > nand3_1 > o21ai_0 > clkdlybuf4s50_1"

[sta]
fin_crit_sh_pct = 54.74
setup_ws_ps = 5748
setup_viol = 0
finalHoldViolCount = 0
fin_skew_ps = 13.65
post-route-min-period_ps = 6952
rsz0062_at_grt = "no"
tightest_slew_ps = 1040
fmax_mhz = 143.8
final-max-slew-violation-count = 0
slew_headroom_pct = 30.66
fin_tns_setup_ps = 0

[drt]
vias = 9548
final_antenna_net_count = 0
wl_um = 42110
via_per_inst = 6.176
n_antenna_cell = 0
drt_pre_antenna_iters = 5
routedWlPerCell_um = 27.24
first_iter_violations = 959
drc = 0

[finish]
layout.cells.non_filler = 1546
layout-drive-gt1-share_pct = 7.692
synthToLayoutAreaGrowth_pct = 21.28
finalCoreUtilization_pct = 49.88

[global_route]
track_usage_pct = 34.53
grt_max_degree = 67
antenna_found_initial = 1
grt_overflow = 0
grt_pass1_wl_um = 62600
grt_pass1_vias = 9115

[die]
fp_util_pct = 41.13
die_w_um = 160.8
rows = 57
coreArea_sq_um = 24530
ioPinCount = 118
die-area_sq_um = 25860
die_h_um = 160.8

[run]
drv_cap = 0
warnings = 28

[placed_design]
numPlacedInstances = 1514
place.port_buffers = 117
hpwl_um = 31190
post-place-ws_ps = 5760
globalplace.congestion = 0.9873

[outcome]
status = "finished, final reports clean"

[pwr]
power_w = 0.002009
vdd_drop_max_uv = 84.96
p_per_area_nw_per_um2 = 164.2
power.leakage_nw = 5.057
[layout by cell type (no fill, tap or decap), types with 9 or more instances in the layout]
| cell type | netlist | final |
|---|---|---|
| clkbuf_16 | 0 | 17 |
| nand3b_1 | 9 | 9 |
| o211a_1 | 10 | 10 |
| a21oi_1 | 58 | 57 |
| and3_1 | 10 | 10 |
| o22ai_1 | 13 | 13 |
| o21ai_0 | 95 | 94 |
| a22o_1 | 10 | 10 |
| a221oi_1 | 18 | 18 |
| inv_1 | 15 | 15 |
| or3_1 | 9 | 9 |
| a32oi_1 | 18 | 18 |
| a22oi_1 | 28 | 28 |
| a31oi_1 | 14 | 14 |
| buf_4 | 8 | 33 |
| nor3_1 | 27 | 27 |
| nand2_1 | 156 | 156 |
| mux2i_1 | 124 | 124 |
| nand2b_1 | 10 | 10 |
| conb_1 | 1 | 24 |
| clkdlybuf4s50_1 | 0 | 116 |
| and2_1 | 16 | 16 |
| nand3_1 | 32 | 32 |
| nor2_1 | 54 | 54 |
| dfrtp_1 | 168 | 167 |
[sequential cells by signal, summed over array words and instances, names as in the netlist]
signal	cells
flush_state	4
data_state	7
next_haddr	4
read	1
next_hsize	1
slavedata	112
addr	4
hrdata	32
write	1
tx_state	4
next_hwrite	1
[worst max-delay path by stage]
stage,start,endpoint
final,haddr[1],hready
after global routing,haddr[1],hready
after CTS,haddr[1],hready
[layout make-up]
class,instances,area [sq um]
clock buffers,18,429.2
inverters,18,72.57
well taps,324,405.4
clock inverters,14,158.9
multi-input cells,851,5466
flip-flops and latches,171,4284
fillers,2318,12300
repair buffers,150,1420
[routing by layer]
metal  vias to the layer above  routed length (um)  GRT usage (%)
li1                       4287                   -              -
met1                      4642               18570          54.57
met2                       540               17150          46.32
met3                        77                4714          10.94
met4                         2                1655          10.25
met5                         -                  15              0
[logic make-up after synthesis]
| kind of cell | Yosys count | synth area share, % |
|---|---|---|
| and+or+nand+nor | 365 | 17.56 |
| AOI/OAI and AO/OA | 324 | 21.57 |
| DFF | 171 | 42.45 |
| muxes | 133 | 13.33 |
| buffers and inverters | 103 | 4.477 |
| adders and majority gates | 4 | 0.4961 |
| other | 1 | 0.03717 |
| xor gates and xnor gates | 1 | 0.08682 |
[stage by stage]
| step | hold slack (ps) | cell area, sq um |
|---|---|---|
| after floorplan | 364.8 | 10180 |
| after global placement | 440.3 | 11650 |
| after detailed placement | 432.6 | 11650 |
| after CTS | 454.2 | 12240 |
| after global routing | 472.8 | 12240 |
| final | 449.6 | 12240 |
[power breakdown]
group          switching [W]  leakage [nW]  internal (W)
clock               0.000263         0.276      0.000264
sequential          0.000202          2.12      0.000660
combinational       0.000346          2.66      0.000275
Power and IR drop assume default switching activity.
