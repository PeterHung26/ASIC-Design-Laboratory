==> ./design.v <==
module buffer (
    input logic clk,
    input logic n_rst,
    input logic store_tx_data,
    input logic store_rx_packet_data,
    input logic get_rx_data,
    input logic get_tx_packet_data,
    input logic [7:0] tx_data,
    input logic [7:0] rx_packet_data,
    input logic clear,
    input logic flush,
    output logic [6:0] buffer_occupancy,
    output logic [7:0] rx_data,
    output logic [7:0] tx_packet_data
);
logic [6:0] store_ptr;
logic [6:0] get_ptr;
logic clr;
assign clr = (flush || clear);
store_ptr_controller store_ptr_controller (
    .clk(clk),
    .n_rst(n_rst),
    .clr(clr),
    .store_rx_packet_data(store_rx_packet_data),
    .store_tx_data(store_tx_data),
    .store_ptr(store_ptr),
    .buffer_occupancy(buffer_occupancy)
);
get_ptr_controller get_ptr_controller (
    .clk(clk),
    .n_rst(n_rst),
    .clr(clr),
    .get_rx_data(get_rx_data),
    .get_tx_packet_data(get_tx_packet_data),
    .get_ptr(get_ptr),
    .buffer_occupancy(buffer_occupancy)
);
fifo_ram fifo_ram (
    .clk(clk),
    .n_rst(n_rst),
    .tx_data(tx_data),
    .rx_packet_data(rx_packet_data),
    .store_ptr(store_ptr),
    .get_ptr(get_ptr),
    .store_rx_packet_data(store_rx_packet_data),
    .store_tx_data(store_tx_data),
    .buffer_occupancy(buffer_occupancy),
    .tx_packet_data(tx_packet_data),
    .rx_data(rx_data)
);
endmodule
module fifo_ram (
    input logic clk,
    input logic n_rst,
    input logic [7:0] tx_data,
    input logic [7:0] rx_packet_data,
    input logic [6:0] store_ptr,
    input logic [6:0] get_ptr,
    input logic store_rx_packet_data,
    input logic store_tx_data,
    output logic [6:0] buffer_occupancy,
    output logic [7:0] tx_packet_data,
    output logic [7:0] rx_data
);
logic [7:0] FIFO_reg [63:0];
logic [7:0] next_FIFO_reg [63:0];
logic [6:0] buffer_count = 0;
genvar i;
generate
    for (i = 0; i < 64; i++)
        always_ff @( posedge clk, negedge n_rst ) begin
            if (!n_rst) begin
                FIFO_reg[i] <= 0;
            end
            else begin
                FIFO_reg[i] <= next_FIFO_reg[i];
            end 
        end
endgenerate
generate
    for(i = 0; i< 64; i++)
        always_comb begin
            if ((store_rx_packet_data || store_tx_data) && (store_ptr[5:0] == i)) begin
                if (store_tx_data) begin
                    next_FIFO_reg[i] = tx_data;
                end
                else begin
                    next_FIFO_reg[i] = rx_packet_data;
                end
            end
            else begin
                next_FIFO_reg[i] = FIFO_reg[i];
            end
        end
endgenerate
always_comb begin
    rx_data = FIFO_reg[get_ptr[5:0]];
    tx_packet_data = FIFO_reg[get_ptr[5:0]];
    buffer_count = store_ptr - get_ptr;
    if (buffer_count == 64 || buffer_count == -64) begin
        buffer_occupancy = 64;
    end
    else begin
        buffer_occupancy = buffer_count % 64;
    end
end
endmodule
module get_ptr_controller (
    input logic clk,
    input logic n_rst,
    input logic clr,
    input logic get_rx_data,
    input logic get_tx_packet_data,
    input logic [6:0] buffer_occupancy,
    output logic [6:0] get_ptr
);
    logic [6:0] next_get_ptr;
    always_ff @( posedge clk, negedge n_rst ) begin
        if (!n_rst) begin
            get_ptr <= 0;
        end
        else begin
            get_ptr <= next_get_ptr;
        end
    end
    always_comb begin
        if (clr) begin
            next_get_ptr = 0;
        end
        else if ((get_rx_data || get_tx_packet_data) && (get_ptr < 64) && (buffer_occupancy)) begin
            next_get_ptr = get_ptr + 1;
        end
        else begin
            next_get_ptr = get_ptr;
        end
    end
endmodule
module store_ptr_controller (
    input logic clk,
    input logic n_rst,
    input logic clr,
    input logic store_rx_packet_data,
    input logic store_tx_data,
    input logic [6:0] buffer_occupancy,
    output logic [6:0] store_ptr
);
    logic [6:0] next_store_ptr;
    always_ff @( posedge clk, negedge n_rst ) begin
        if (!n_rst) begin
            store_ptr <= 0;
        end
        else begin
            store_ptr <= next_store_ptr;
        end
    end
    always_comb begin
        if (clr) begin
            next_store_ptr = 0;
        end
        else if ((store_tx_data || store_rx_packet_data) && (store_ptr < 64)) begin
            next_store_ptr = store_ptr + 1;
        end
        else begin
            next_store_ptr = store_ptr;
        end
    end
endmodule
==> ./run.sh <==
#!/bin/bash
# OpenROAD 26Q1-2900-gdf79404cd8, Yosys 0.63+post, stock flow scripts
make -C /OpenROAD-flow-scripts/flow DESIGN_CONFIG=/design/flow/config.mk WORK_HOME=/design/flow/orfs finish
==> ./config.mk <==
export PLATFORM = sky130hd
export DESIGN_NAME = buffer
export DESIGN_NICKNAME = buffer
export VERILOG_FILES = /design/flow/design.v
export SDC_FILE = /design/flow/constraint.sdc
export NUM_CORES = 4
export LEC_CHECK = 1
export CORE_UTILIZATION = 30
==> ./constraint.sdc <==
current_design buffer

set clk_period 4.7
set clk_io_pct 0.2

create_clock -name clk0 -period $clk_period [get_ports {clk}]

set non_clock_inputs [all_inputs -no_clocks]
set_input_delay [expr $clk_period * $clk_io_pct] -clock clk0 $non_clock_inputs
set_output_delay [expr $clk_period * $clk_io_pct] -clock clk0 [all_outputs]
==> results.txt <==
Results of the run.

In this run the vertical extent of the chip is approximately 290 um. Timing would allow up to approximately 210 MHz. The post-route DRC violation count is 0.

Final hold analysis gives a worst-case slack of roughly 0.33 ns. Across all setup checks in the final design, the least slack found is -0.03421 ns. Dividing the detail-routed wire length by the instance count gives 27.25 um. The placement summary gives the final routability congestion estimate as 1.116. The root cell of the clock tree is clkbuf_16. The final design instance area without fill is approximately 30000 um^2. The post-detailed-route via-to-cell ratio is ~5.8. The post-synthesis area per instance is about 9 um^2. The reg-to-reg critical path startpoint is store_ptr_controller.store_ptr[0]$_DFFE_PN0P_. The worst setup path is of the flip-flop to output pin kind. The number of buffers added to fix hold violations after cts is 0.

For this run, asynchronously set or reset flops after synthesis account for 1.000. The fraction of final layout cells with drive strength greater than 1 is 0.1559. The power density normalized to cell area is 348.7 nW/um^2. According to the floorplan log, the row count is between 100 and 150.

The checks that failed: setup timing. The detailed placer's ending HPWL is 72690 um. The global-route wire length before repair is between 150000 and 200000 um. Between the synthesized netlist and the finished layout, the area growth was recorded as 22.73%. The cell taking the most area after synthesis is dfrtp_1. Per the post-CTS timing run, clock transition at the registers of the reported paths is roughly 0.06 ns. After layout, the minimum clock period comes to 4.734 ns. The number of failing setup endpoints in the final timing report is 5.

The run finished, with violations left. At the pin with the least slew margin, the transition time is slightly above 1 ns. In this run the tightest slew margin relative to its limit is 0.3148. In this run, synthesis inferred 0 flip-flops with an integrated enable. The insertion delay at the late pin of the worst-skew pair is approximately 0.64 ns. The final-report max-slew violation count is 0. Yosys attributes the largest share of cell area to dfrtp_1 54%, a21oi_1 7.5%, nor2_1 6.6%. The critical path starts at get_ptr_controller.get_ptr[0]$_DFFE_PN0P_. The TritonCTS clock tree is built. After routing, the total negative slack on setup checks comes to -0.1343 ns. At the worst endpoint, the arrival time is ~3.8 ns. The mapped netlist covers 24340 um^2. The synthesized netlist has a Yosys-reported chip area of 24340 um^2.

The total number of yosys warnings is 5. The number of iterations in the first detailed-routing pass is 6. By instance count after routing, the leading logic cell types are 521 x dfrtp_1, 429 x nor2_1, 366 x a21oi_1. The number of top-level pins is around 47. The routed layout has around 23k vias. The H-tree level count is 2. The starting DRC count in detailed routing is roughly 2.5k. The number of antenna violations at the first check in global routing came to 0. The proportion of synthesized chip area in sequential cells is 0.5408. The capturing element type of the critical path is an output pin. The number of max-cap violations is 0. The clock tree has to reach between 500 and 600 sinks. In this run, distinct cell masters in the synthesized netlist total 76.

STA classifies the critical path startpoint as a flip-flop. The via count of the first global-routing pass was around 21k. The synthesized instance count is 2707. The number of buffers added on ports is 46.

In this run the cell area measured after placement is around 27000 um^2. The fraction of synthesized cell area taken by the top area cell type is 0.5408. For this run the aggregate overflow at the end of global routing stands at 0. The total antenna diodes in the routed design is 0. Setup repair after global routing could not meet its margin everywhere. The CTS buffer count is 55. The top flip-flop cell by instance count after synthesis is dfrtp_1.

Per the post-route antenna check, the number of violating nets is 0. Entering global routing, the biggest net connects approximately 130 pins. The most frequent logic cell in the layout is dfrtp_1. The maximum VDD drop is approximately 0.27 mV. The total wirelength of the detailed-routed design is roughly 110000 um. The maximum root-to-sink buffer count is 3. The worst endpoint required time is 3.76 ns.

Max fanout on the critical path was recorded as 12. The floorplan core density is 0.3027. The all-layer global routing usage is 0.2665.

The final number of hold-violating endpoints is 0. The post-layout period usage of the worst path is 1.007. The die boundary width is 286.8 um. Once synthesis finished, the tally of register bits stood at between 500 and 600. The standard cell core area is between 80000 and 90000 um^2. The static leakage power is 0.01295 uW. The register with the most flip-flops in the layout has 512 of them. Between clock sinks in the finished design, the worst skew comes to around 0.013 ns.

The tool warning count for the run is 34. The overall die area is about 80000 um^2. The post-synthesis cell count from yosys is between 2k and 3k. Per the layout report, the design carries 7960 filler cells. For flop-to-flop paths, the worst setup slack is between 1.5 and 2 ns. The worst min-delay path class is input pin to asynchronous set/reset pin.
==> cells in the mapped netlist (all sizes together), types with 8 or more instances <==
| master | number |
|---|---|
| nor2 | 431 |
| and3b | 16 |
| dfrtp | 526 |
| nor2b | 16 |
| a22oi | 17 |
| nand3 | 269 |
| a21oi | 367 |
| a31oi | 17 |
| a32oi | 45 |
| o21ai | 187 |
| mux2 | 11 |
| nand4 | 84 |
| ha | 14 |
| clkbuf | 177 |
| mux2i | 24 |
| nor3b | 8 |
| nand3b | 13 |
| nor4 | 27 |
| nand2 | 205 |
| a22o | 14 |
| inv | 14 |
| and3 | 28 |
| nor3 | 23 |
| buf | 67 |
| and2 | 8 |
==> stage by stage <==
stage,util,instances,total power (uW),worst slack [ns]
2_1_floorplan,-,2707,5295,1.208
3_3_place_gp,0.3354,3768,5825,0.2157
3_5_place_dp,0.3354,3768,5835,0.1215
4_1_cts,0.3636,3882,10390,0.0001088
5_1_grt,0.3715,3914,10700,-0.03277
6_report,0.3715,3914,10420,-0.03421
==> what timing repair did <==
| action | in CTS | in global routing |
|---|---|---|
| hold endpoints to repair | 0 | 0 |
| pin swaps | 11 | 26 |
| cloned | 1 | 2 |
| buffers inserted | 15 | 30 |
| endpoints found under the setup margin | 17 | 17 |
| gates resized | 60 | 70 |
==> per-layer routing <==
metal / track usage / vias to the layer above / part of all wire
met3: 0.1165 / 385 / 0.14
met2: 0.3710 / 1462 / 0.41
met4: 0.1524 / 0 / 0.078
met5: 0 / - / 0
li1: - / 9810 / -
met1: 0.3506 / 10870 / 0.37
==> final cells by class <==
cell class / count / area [um^2] / area share
sequential: 526 / 13170 / 0.4410
multi-input combinational: 1922 / 10720 / 0.3590
timing repair buffer: 292 / 2731 / 0.09143
clock buffer: 77 / 1590 / 0.05324
tap: 1060 / 1326 / 0.04440
clock inverter: 22 / 267.8 / 0.008963
inverter: 15 / 60.06 / 0.002010
==> cell families (layout without fill, tap and decap cells) <==
kind of cell | after synthesis | count (layout) | share of synthesized area
AOI/OAI and AO/OA | 711 | 711 | 0.1675
xor gates and xnor gates | 8 | 8 | 0.002879
adders and majority gates | 15 | 15 | 0.008019
buffers and inverters | 259 | 406 | 0.04462
DFF | 526 | 526 | 0.5408
muxes | 35 | 35 | 0.01558
and+or+nand+nor | 1153 | 1153 | 0.2207
==> critical path: stages (launching register included) <==
cell             delay (ns)
dfrtp_2                0.45
ha_2                   0.26
buf_4                  0.21
and3b_2                0.22
buf_4                  0.17
and2_2                 0.24
a22oi_2                0.32
nand4_1                0.20
nor4_2                 0.35
a41oi_1                0.17
buf_4                  0.18
clkdlybuf4s50_1        0.39
==> path summary, 6_finish.rpt <==
kind                                                        endpoint  cells after the start
setup / recovery                                   tx_packet_data[1]                     11
hold / removal                  fifo_ram.FIFO_reg[53][5]$_DFFE_PN0P_                      1
setup reg to reg           get_ptr_controller.get_ptr[6]$_DFFE_PN0P_                      9
hold reg to reg                 fifo_ram.FIFO_reg[42][1]$_DFFE_PN0P_                      2
max in group asynchronous  get_ptr_controller.get_ptr[3]$_DFFE_PN0P_                      2
min in group clk0               fifo_ram.FIFO_reg[42][1]$_DFFE_PN0P_                      2
==> power by group <==
group | internal (uW) | leakage [uW] | switching, uW
logic | 425 | 0.00501 | 636
registers | 4690 | 0.00704 | 110
clock network | 2630 | 0.000908 | 1930
No activity file was given, so power comes from the tool's default toggle rates.
